==> design/flow/design.v <==
`timescale 1ps / 1ps
module clock_divider(
    input clock,
    output stopwatch_clock,
    output screen_refresh_clock
    );
    reg [19:0] stopwatch_count;  
    reg [16:0] screen_refresh_count;  
    assign stopwatch_clock = (stopwatch_count == 1000000) ? 1'b1 : 1'b0;  
    assign screen_refresh_clock = (screen_refresh_count == 100000) ? 1'b1 : 1'b0;
    always @(posedge clock) begin  
        if (stopwatch_count < 1000000) begin  
            stopwatch_count <= stopwatch_count + 1;  
        end
        else begin
            stopwatch_count <= 0;  
        end
    end
    always @(posedge clock) begin  
        if (screen_refresh_count < 100000) begin  
            screen_refresh_count <= screen_refresh_count + 1;  
        end else begin
            screen_refresh_count <= 0;  
        end
    end
endmodule
`timescale 1ps / 1ps
module counter(
        input stopwatch_clock,
        input start_stop_toggle,
        input reset_toggle,
        input [1:0] mode_sel,
        input [3:0] init_val_one, init_val_two,
        output reg [3:0] digit0, digit1, digit2, digit3
    );
    reg button_n_ff;
    reg start_stop;
    reg reset_n_ff;
    reg reset;
    always @ (posedge stopwatch_clock)  
    begin
        button_n_ff <= start_stop_toggle;  
        if (button_n_ff && !start_stop_toggle)  
                start_stop <= ~start_stop;
        reset_n_ff <= reset_toggle;  
        if (reset_n_ff && !reset_toggle)  
            reset <= 1;  
        else
            reset <= 0;  
    end
    always @ (posedge stopwatch_clock)
    begin
        if (start_stop == 1 && reset == 1)
        begin
            if(mode_sel == 2'b00)
            begin
                digit0 <= 0;
                digit1 <= 0;
                digit2 <= 0;
                digit3 <= 0;
            end
            else if(mode_sel == 2'b01 || mode_sel == 2'b11)
            begin
                digit0 <= 0;
                digit1 <= 0;
                digit2 <= init_val_one;
                digit3 <= init_val_two;
            end
            else if(mode_sel == 2'b10)
            begin
                digit0 <= 9;
                digit1 <= 9;
                digit2 <= 9;
                digit3 <= 9;
            end
        end
        else if(start_stop == 1)
        begin
            digit0 <= digit0;
            digit1 <= digit1;
            digit2 <= digit2;
            digit3 <= digit3;
        end
        else if(start_stop != 1)
        begin
            if (mode_sel <= 2'b01)
            begin  
                if(digit0 == 9)
                begin  
                    digit0 <= 0;
                    if (digit1 == 9)
                    begin  
                        digit1 <= 0;
                        if (digit2 == 9)
                        begin  
                            digit2 <= 0;
                            if(digit3 == 9)
                            begin
                                digit0 <= 0;
                            end
                            else
                                digit3 <= digit3 + 1;
                        end  
                        else
                            digit2 <= digit2 + 1;
                    end  
                    else
                        digit1 <= digit1 + 1;
                end  
                else
                    digit0 <= digit0 + 1;
            end  
            else if (mode_sel >= 2'b10)
            begin
                if(digit0 == 0)
                begin  
                    if (digit1 == 0)
                    begin  
                        if (digit2 == 0)
                        begin  
                            if(digit3 == 0)
                            begin
                                digit0 <= 0;
                                digit1 <= 0;
                                digit2 <= 0;
                                digit3 <= 0;
                            end
                            else
                            begin
                                digit3 <= digit3 - 1;
                                digit2 <= 9;
                                digit1 <= 9;
                                digit0 <= 9;
                            end
                        end  
                        else
                        begin
                            digit2 <= digit2 - 1;
                            digit1 <= 9;
                            digit0 <= 9;
                        end
                    end  
                    else
                    begin
                        digit1 <= digit1 - 1;
                        digit0 <= 9;
                    end
                end  
                else
                    digit0 <= digit0 - 1;
            end
        end
    end
endmodule
`timescale 1ps / 1ps
module digit_selector(
        input screen_refresh_clock,
        output enable_D1, enable_D2, enable_D3, enable_D4
    );
    reg [3:0] pattern = 4'b0111;
    assign enable_D1 = pattern[3];
    assign enable_D2 = pattern[2];
    assign enable_D3 = pattern[1];
    assign enable_D4 = pattern[0];
    always @(posedge screen_refresh_clock)
    begin
        pattern <= {pattern[0], pattern[3:1]};
    end
endmodule
`timescale 1ns / 1ps
module sseg(
        input [3:0] sseg_selector,
        output reg [6:0] sseg_output
    );
    always @ (*)
    begin
        case(sseg_selector)
            0 : sseg_output = 7'b1000000;
            1 : sseg_output = 7'b1111001;
            2 : sseg_output = 7'b0100100;
            3 : sseg_output = 7'b0110000;
            4 : sseg_output = 7'b0011001;
            5 : sseg_output = 7'b0010010;
            6 : sseg_output = 7'b0000010;
            7 : sseg_output = 7'b1111000;
            8 : sseg_output = 7'b0000000;
            9 : sseg_output = 7'b0010000;
            default : sseg_output = 7'b0111111;
        endcase
    end
endmodule
`timescale 1ps / 1ps
module stopwatch(
        input clock,
        input toggle,
        input reset,
        input [1:0] mode_sel,
        input [3:0] init_val_one, init_val_two,
        output a, b, c, d, e, f, g, dp,
        output enable_D1, enable_D2, enable_D3, enable_D4
    );
    wire [3:0] digit0, digit1, digit2, digit3;  
    reg [3:0] sseg_selector;
    reg reg_dp;
    wire stopwatch_clock;
    wire screen_refresh_clock;
    clock_divider c1 (clock, stopwatch_clock, screen_refresh_clock);  
    sseg s1 (sseg_selector, {g, f, e, d, c, b, a});  
    digit_selector ds1 (screen_refresh_clock, enable_D1, enable_D2, enable_D3, enable_D4);  
    counter c2 (stopwatch_clock, toggle, reset, mode_sel, init_val_one, init_val_two, digit0, digit1, digit2, digit3);  
    assign dp = reg_dp;
    always @ (*)  
        case ({enable_D1,enable_D2,enable_D3,enable_D4})
            4'b0111: 
            begin
                sseg_selector = digit0;
                reg_dp = 1'b1;
            end
            4'b1011:
            begin
                sseg_selector = digit1;
                reg_dp = 1'b1;
            end
            4'b1101: 
            begin
                sseg_selector = digit2;
                reg_dp = 1'b0;
            end
            4'b1110:
            begin
                sseg_selector = digit3;
                reg_dp = 1'b1;
            end
            default: sseg_selector = 0; 
    endcase 
endmodule
==> design/flow/run.sh <==
#!/bin/bash
# OpenROAD 26Q1-2900-gdf79404cd8, Yosys 0.63+post, stock flow scripts
make -C /OpenROAD-flow-scripts/flow DESIGN_CONFIG=/design/flow/config.mk WORK_HOME=/design/flow/orfs finish
==> design/flow/config.mk <==
export PLATFORM = sky130hd
export DESIGN_NAME = stopwatch
export DESIGN_NICKNAME = stopwatch
export VERILOG_FILES = /design/flow/design.v
export SDC_FILE = /design/flow/constraint.sdc
export NUM_CORES = 4
export LEC_CHECK = 1
export CORE_UTILIZATION = 30
==> design/flow/constraint.sdc <==
current_design stopwatch

set clk_period 4.3
set clk_io_pct 0.2

create_clock -name clk0 -period $clk_period [get_ports {clock}]

set non_clock_inputs [all_inputs -no_clocks]
set_input_delay [expr $clk_period * $clk_io_pct] -clock clk0 $non_clock_inputs
set_output_delay [expr $clk_period * $clk_io_pct] -clock clk0 [all_outputs]
==> impl_metrics.csv <==
group,metric,value,unit
outcome,status,"finished, final reports clean",
final_timing,finalClockSkew,0.003886,ns
final_timing,period_used_share,0.3813,
worst_setup_path,crit_arrival,1.80,ns
global_routing,grt_pass1_vias,2676,
worst_setup_path,crit_path_top_delay_cell,"nor3_2",
placement,gp_congestion,0.8467,
synthesis,xor_area_frac,0.07165,
flow_run,max_cap_violations,0,
clock_network,cts_root_buf,"clkbuf_16",
final_timing,worst_pin_slew,0.6270,ns
worst_setup_path,cp_max_fo,5,
synthesis,synthFlopType,"dfxtp_1",
synthesis,yosys_cells,426,
synthesis,synth_warnings,5,
placement,numPortBuffers,24,
worst_setup_path,slowest_delay,0.41,ns
detailed_routing,drtPass1Iterations,4,
clock_network,path_clk_slew,0.05,ns
finish,synthToLayoutAreaGrowth,12.93,%
die,fp_util,0.3066,
final_timing,untimed_endpoints,54,
worst_setup_path,timing_worst_setup_path_type,"register to register",
global_routing,grtUsageTotal,0.1135,
synthesis,topCombFamilyByArea,"simple AND/OR/NAND/NOR gates",
final_timing,rsz0062_at_grt,"no",
final_timing,hold_viol_final,0,
clock_network,cts_resized,0,
pwr,vdd_drop_max,0.1648,mV
final_timing,slew_headroom,0.5774,
clock_network,tritoncts,"built",
die,die-area,0.01267,mm2
worst_setup_path,cp-start-kind,"register",
finish,fillers,1192,
synthesis,async_flop_share,0,
synthesis,yosysTopAreaCellShare,0.2402,
die,die_width,112.6,um
pwr,leakagePower,1.525,nW
synthesis,synthMuxAreaShare,0.02934,
detailed_routing,viasPerCell,4.896,
clock_network,htreeDepth,2,
die,ios,25,
clock_network,cts_hold_buffers,0,
worst_setup_path,crit_family,"simple AND/OR/NAND/NOR gates",
global_routing,gr-total-overflow,0,
synthesis,top_cells_by_area,"dfxtp_1 24%, edfxtp_1 14%, nor2_1 5.7%, ha_1 4.1%, nand2_1 4.1%",
finish,drive_above_1_share,0.06407,
pwr,fin_total_pwr,0.7166,mW
detailed_routing,drc,0,
synthesis,top_area_cell,"dfxtp_1",
die,die_y,112.6,um
final_timing,setup_viol,0,
final_timing,slew_violations,0,
worst_setup_path,crit_top_cell,"nand4_1",
synthesis,top_cells_by_count,"56 x nor2_1, 44 x dfxtp_1, 40 x nand2_1, 20 x a21oi_1",
detailed_routing,antenna_left,0,
detailed_routing,wl,6842,um
synthesis,avgSynthCellArea,8.609,um2
flow_run,tool_warnings,33,
final_timing,setup-tns-final,0,ns
pwr,power.density,173.0,mW/mm2
synthesis,fa_ha_area_frac,0.04094,
final_timing,period_needed,1.640,ns
die,rows,40,
synthesis,syn_area,0.003667,mm2
detailed_routing,dr.first_iter.drc_count,139,
detailed_routing,via_count,2859,
clock_network,clk_latency,0.27,ns
final_timing,unclocked_pins,25,
synthesis,simple_gate_area_frac,0.2702,
detailed_routing,wl_per_cell,11.72,um
final_timing,max_freq,609.9,MHz
placement,dp_hpwl,4943,um
global_routing,antenna_found_initial,0,
hold_path,holdCritPathClass,"register to register",
clock_network,cts_buffer_depth,2,
clock_network,cts_made_buffers,5,
die,coreArea,0.01196,mm2
global_routing,grt_first_pass_wirelength,11900,um
synthesis,ys.flops,62,
synthesis,synth_cell_types,62,
worst_setup_path,crit_required,4.46,ns
synthesis,aoi_share,0.1542,
synthesis,edf_count,17,
clock_network,cts_setup_buffers,0,
synthesis,synthCells,426,
worst_setup_path,worstSetupEndpointType,"register",
detailed_routing,num_antenna_cells,0,
worst_setup_path,path_cells,"ha_1, nand4_1, nor3_2, nand4_1, xor2_1, nor2_1",
worst_setup_path,cp_num_buf_inv,0,
synthesis,ys_chip_area,0.003667,mm2
global_routing,grt_max_degree,31,
synthesis,yosysMostFrequentCell,"nor2_1",
-- cell type report --
cell class,instances,area (um2),share of cell area
Sequential cell,62,1406,0.3396
Inverter,17,63.81,0.01541
Tap cell,147,183.9,0.04441
Timing Repair Buffer,27,262.8,0.06344
Clock buffer,5,125.1,0.03021
Multi-Input combinational cell,323,2082,0.5027
Clock inverter,3,17.52,0.004230
-- report_power, final --
| part | leakage, nW | total (mW) | switching, mW | internal (mW) |
|---|---|---|---|---|
| logic | 0.934 | 0.0312 | 0.0142 | 0.0170 |
| clock network | 0.0696 | 0.341 | 0.129 | 0.212 |
| registers | 0.521 | 0.344 | 0 | 0.344 |
| total | 1.52 | 0.717 | 0.144 | 0.573 |
-- sequential cells by signal (all words and copies together) (netlist names) --
name / cells
c2.digit1: 4
c2.button_n_ff: 1
ds1.pattern: 4
c2.start_stop: 1
c2.digit2: 4
c1.screen_refresh_count: 17
c2.reset: 1
c1.stopwatch_count: 20
reg_dp: 1
c2.digit3: 4
c2.digit0: 4
c2.reset_n_ff: 1
-- stage by stage --
stage          hold WS [ns]  cells  worst slack [ns]    util  cell area [um2]
2_1_floorplan        0.4367    426             2.826       -             3667
3_3_place_gp         0.4554    576             2.699  0.3343             3999
3_5_place_dp         0.4562    576             2.658  0.3343             3999
4_1_cts              0.4701    584             2.653  0.3462             4141
5_1_grt              0.5136    584             2.488  0.3462             4141
6_report             0.4650    584             2.660  0.3462             4141
-- worst paths after layout --
kind	start	to	slack [ns]	cells past startpoint
setup / recovery	c1.stopwatch_count[0]	c1.stopwatch_count[18]	2.66	6
hold reg to reg	c1.stopwatch_count[19]	c1.stopwatch_count[19]	0.46	2
setup reg to reg	c1.stopwatch_count[0]	c1.stopwatch_count[18]	2.66	6
hold / removal	c1.stopwatch_count[19]	c1.stopwatch_count[19]	0.46	2
-- tightest hold or removal path, cell delays in order, from the launching register on --
cell and delay [ns]:
dfxtp_1 0.32, a31oi_1 0.04, nor2_1 0.07
-- cell families (layout without fill, tap and decap cells) --
logic type | after synthesis | in the layout
AND-OR/OR-AND | 85 | 85
XOR/XNOR | 30 | 30
adder cells (fa/ha/maj) | 12 | 12
buffers and inverters | 41 | 52
flip-flops | 61 | 61
latches | 1 | 1
multiplexers | 10 | 10
AND/OR/NAND/NOR | 186 | 186
-- cell usage in the layout (no fill, tap or decap), types with 15 or more instances in the layout --
cell | Yosys | routed
nor2_1 | 56 | 56
dfxtp_1 | 44 | 44
nand2_1 | 40 | 40
clkdlybuf4s50_1 | 0 | 24
a21oi_1 | 20 | 20
nand3_1 | 19 | 19
o21ai_0 | 19 | 19
inv_1 | 17 | 17
edfxtp_1 | 17 | 17
xnor2_1 | 15 | 15
xor2_1 | 15 | 15
-- routing by layer --
metal,GRT usage,routed length [um]
met1,0.1694,3569
met2,0.1848,3006
met3,0.01651,224
met4,0.01067,42
met5,0,0
Power and IR drop assume default switching activity.
